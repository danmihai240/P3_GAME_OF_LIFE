`flow/design.v`:
```
module automat(
	input rst,
	input clk,
	input seed,
	input [7:0] vecini,
	output reg alive
);
    reg state;
    wire[3:0]sum;
	 assign sum = vecini[0] + vecini[1] + vecini[2] + vecini[3] + vecini[4] + vecini[5] + vecini[6] + vecini[7];       
	always @(posedge clk)                   
		begin
		if (rst)                           
			 begin
			alive <= seed;                 
			state <= 1'b0;            
			end
		else
			begin                         
			case(state)
				1'b0:                
				begin
				if (sum==3)              
					begin
					state<=1'b1;          
					alive<=1;
					end
				else
					begin               
					state<=1'b1;
					alive<=0;           
					end	
				end
				1'b1: 
				begin
				if (sum==2 || sum==3)            
					begin
					state<=1'b1;
					alive<=1;
					end 
				else
					begin
					state<=1'b0;
					alive<=0;
					end
				end	
			endcase	
			end
		end	
endmodule
module top
    (
    input clk,
    input rst,
    input  [63:0] seeds,
    output [7:0][7:0] cells 
    );
   wire [9:0][9:0] toate;
   genvar k;            
   genvar x;
   genvar i,j;  
    for(k=0; k<10;k=k+1) 
      begin
      assign toate[0][k]=0;
      assign toate[9][k]=0;
    end
   for(x=0;x<10;x=x+1)
   begin
    assign toate[x][0]=0;
   assign  toate[x][9]=0;
   end
   for (i = 1; i < 9; i = i+1) begin : nume1
            for (j = 1; j < 9; j = j+1) begin : nume2
                  assign  toate[i][j] = cells[i-1][j-1];
                    automat automat(
                        .clk(clk),
                        .rst(rst),
                        .seed(seeds[(i-1)*8+j-1]
                         ),  
                        .vecini({toate[i-1][j-1],
                               toate[i-1][j],
                               toate[i-1][j+1],
                               toate[i][j-1],
                               toate[i][j+1],
                               toate[i+1][j-1],
                               toate[i+1][j],
                               toate[i+1][j+1]                   
                                      }),
                        .alive(toate[i][j])
                    );
                end
        end
endmodule
```
`flow/run.sh`:
```
#!/bin/bash
# OpenROAD 26Q1-2900-gdf79404cd8, Yosys 0.63+post, stock flow scripts
make -C /OpenROAD-flow-scripts/flow DESIGN_CONFIG=/design/flow/config.mk WORK_HOME=/design/flow/orfs finish
```
`flow/config.mk`:
```
export PLATFORM = sky130hd
export DESIGN_NAME = top
export DESIGN_NICKNAME = top
export VERILOG_FILES = /design/flow/design.v
export SDC_FILE = /design/flow/constraint.sdc
export NUM_CORES = 4
export LEC_CHECK = 1
export CORE_UTILIZATION = 50
```
`flow/constraint.sdc`:
```
current_design top

set clk_period 4.0
set clk_io_pct 0.2

create_clock -name clk0 -period $clk_period [get_ports {clk}]

set non_clock_inputs [all_inputs -no_clocks]
set_input_delay [expr $clk_period * $clk_io_pct] -clock clk0 $non_clock_inputs
set_output_delay [expr $clk_period * $clk_io_pct] -clock clk0 [all_outputs]
```
==> run notes <==
run metrics: Ant. Diodes 0, clk slew on worst S/H paths ~60 ps, final wirelength approximately 24000 um, vias in the first global route ~8300, Post-Syn Instances around 1300, GRT overflow 0, met2 GRT Util 31.3%, setup fix buffers added after clock tree synthesis 0, cts hold-fix bufs 0, syn_area_per_cell 10.0 um2, CTS tree done, crit path DRT 4330 ps, Log Warnings 33, vias post-DR roughly 8300, M1 GR Usage between 30% and 40%, input/output buffers 129, worst skew pair latency 410 ps, Syn-to-layout area delta 13.7%, Most Crowded Layer GR met1, warnings from Yosys 1, unrepaired setup endpoints after global routing no, Hold Fails Final Rpt 0, WL per Instance 13.8 um, Initial DRC Count approximately 220, chip area in the Yosys report 0.0132 mm2, CTS Buffer Depth 2, post-synthesis cell area about 0.013 mm2, Num CTS Buffers 17, clk_skew between 10 and 15 ps, min Tclk post-route between 3000 and 4000 ps, critical path's slowest cell dfxtp_1, distinct cell type count of the synthesized netlist 20, Total GRT Usage approximately a fifth, largest net degree at the start of global routing ~85, Critical Path End Type register, Max Slew Vio Count 0, delay-heaviest family, CP adder cells, CP most frequent cell fa_1, worst min-delay path startpoint nume1[1].nume2[2].automat.state$_SDFF_PP0_, Yosys Instances roughly 1300, die area about 0.027 mm2, drt pass-1 iters 4, DP HPWL about 19000 um, Slew headroom roughly 59%, Clock Sinks roughly 130, FF-to-FF Start nume1[7].nume2[7].automat.alive$_DFF_P_, share of post-route cells with drive strength above 1 approximately 7.8%, initial antenna violation count 0, Most common reg cell dfxtp_1, setup TNS 0 ps, cycle use final ~84%, max-cap viol count 0, DIE HEIGHT between 150 and 200 um, share of flip-flops with an asynchronous set or reset 0%, CP max FO 7, EDFF count, synth 0, CP arrival roughly 3700 ps, io pins around 130, Slew @ Worst Pin ~620 ps, Crit Path Class reg2reg, Fmax roughly 300 MHz, CP Launch Point nume1[7].nume2[7].automat.alive$_DFF_P_, ys flops ~130, Pre-Place Util between 50% and 60%, CTS resizes 0, worst path bufs/invs 1, Tightest Hold Check Type reg2reg, post-route ant nets 0, first-pass GRT wire length between 40000 and 50000 um, critical path, cell by cell ha_1, inv_1, fa_1, fa_1, fa_1, fa_1, nor4b_2, a21oi_1, o31ai_2, H-tree levels 4, Final Setup Violations 0, drt drc 0, slowest stage delay, CP ~510 ps, Die Wd 165 um, met3 usage between 5 and 6%, Seq share, synth approximately a fifth, startpoint types register, core area 0.0260 mm2, routability cong. 0.824, vias per cell 4.78, outcome finished clean, num rows between 50 and 60, clock root buffer master clkbuf_16
sequential cells by signal (all words and copies together) (netlist names):
name                       count
nume1.nume2.automat.alive     64
nume1.nume2.automat.state     64
stage by stage:
stage | utilization (%) | hold slack [ps] | setup WS [ps] | cell area (um2) | cells
after floorplan | - | 409 | 854 | 13200 | 1319
after global placement | 55.4 | 417 | 671 | 14400 | 1702
after detailed placement | 55.4 | 423 | 617 | 14400 | 1702
after CTS | 57.9 | 432 | 602 | 15100 | 1734
after global routing | 57.9 | 438 | 376 | 15100 | 1734
final | 57.9 | 428 | 627 | 15100 | 1734
final cells by class:
type	count	area, um2
Clock buffer	21	480
Timing Repair Buffer	133	1340
Inverter	296	1110
Clock inverter	11	176
Fill cell	2226	10900
Sequential cell	128	2560
Multi-Input combinational cell	810	8970
Tap cell	335	419
synth_stat cells, drive strengths merged (34+ instances only):
cell type | n | area [um2]
o21ai | 50 | 250
nand2 | 64 | 240
nor3b | 34 | 255
ha | 161 | 2010
o31ai | 39 | 473
inv | 296 | 1110
dfxtp | 128 | 2560
nor2b | 86 | 538
nor4b | 36 | 541
fa | 196 | 3920
nand2b | 38 | 238
buf | 84 | 592
a21oi | 73 | 365
kinds of logic after synthesis:
logic type | Yosys count | synth area share, %
simple gates | 289 | 14.6
buf+inv | 381 | 12.9
compound gates | 164 | 8.34
flops | 128 | 19.4
fa+ha+maj | 357 | 44.9
routing by layer:
| layer | up-vias | share of wire, % |
|---|---|---|
| met1 | 3947 | 48 |
| met2 | 120 | 47 |
| met5 | - | 0 |
| met4 | 0 | 0.53 |
| li1 | 4219 | - |
| met3 | 5 | 4.9 |
worst register-to-register path, cell delays in order (launching register included):
cell and delay (ps):
dfxtp_1 510, ha_1 290, inv_1 90, fa_1 430
fa_1 460, fa_1 400, fa_1 480, nor4b_2 280
a21oi_1 140, o31ai_2 210
cells in the final DEF, fill, tap and decap left out, types with 38 or more instances in the layout:
cell / Yosys / routed
inv_1: 296 / 296
fa_1: 196 / 196
ha_1: 161 / 161
clkdlybuf4s50_1: 0 / 128
dfxtp_1: 128 / 128
nor2b_1: 86 / 86
a21oi_1: 73 / 73
nand2_1: 64 / 64
o21ai_0: 47 / 47
nand2b_1: 38 / 38
path summary, 6_finish.rpt:
kind / endpoint / slack, ps / cells after the start
max: nume1[6].nume2[7].automat.alive$_DFF_P_ / 630 / 9
min: nume1[1].nume2[2].automat.state$_SDFF_PP0_ / 430 / 1
max reg2reg: nume1[6].nume2[7].automat.alive$_DFF_P_ / 630 / 9
min reg2reg: nume1[1].nume2[2].automat.state$_SDFF_PP0_ / 430 / 1
